==> flow/design.v <==
module BCD_counter (Clock, Clear, E, BCD3, BCD2, BCD1, BCD0);
input Clock, Clear, E;
output reg [3:0]BCD3, BCD2, BCD1, BCD0;
always @ ( posedge Clock or negedge Clear) begin
    if (~Clear) begin
      BCD3 <= 0;
      BCD2 <= 0;
      BCD1 <= 0;
      BCD0 <= 0;
    end
    else
	 begin
    if (E) begin
      if (BCD0 == 4'b1001) begin
        BCD0 <= 0;
        if(BCD1 == 4'b1001) begin
          BCD1 <= 0;
          if (BCD2 == 4'b1001) begin
            BCD2 <= 0;
            if (BCD3 == 4'b1001) begin
              BCD3 <= 0;
            end
            else
              BCD3 <= BCD3 + 1;
          end
          else
            BCD2 <= BCD2 + 1;
        end
        else
          BCD1 <= BCD1 + 1;
      end
      else
        BCD3 <= BCD3 + 1;
    end
end
end
endmodule  
module BCD_decoder (input [3:0]bcd, output reg [6:0]HEX);
always @ (bcd) begin
  case (bcd)
  4'b0000:HEX[6:0] = 7'b1000000;
  4'b0001:HEX[6:0] = 7'b1111001;
  4'b0010:HEX[6:0] = 7'b0100100;
  4'b0011:HEX[6:0] = 7'b0110000;
  4'b0100:HEX[6:0] = 7'b0011001;
  4'b0101:HEX[6:0] = 7'b0010010;
  4'b0110:HEX[6:0] = 7'b0000010;
  4'b0111:HEX[6:0] = 7'b1111000;
  4'b1000:HEX[6:0] = 7'b0000000;
  4'b1001:HEX[6:0] = 7'b0011000;
    default: HEX[6:0] = 7'bx;
  endcase
end
endmodule  
module Clock_divider (input clk, output reg clkout);
reg [16:0]counter;
initial begin
  counter = 0;
end
always @ (posedge clk) begin
  counter = counter + 1;
  if (counter == 50000)begin
    clkout = ~clkout;
    counter = 0;
  end
end
endmodule  
module LFSR (input E, input clk, input reset, output reg [11:0]out);
wire linear_feedback;
parameter n = 12;
 assign linear_feedback = (out[n - 1]^out[n - 2]);
 always @ (posedge clk) begin
   if (reset)
      out <= 12'b101010101010;
    else
      if (E)
        out <= {out[10], out[9], out[8], out[7], out[6], out[5],
          out[4], out[3], out[2], out[1], out[0], linear_feedback};
 end
endmodule  
module Down_Counter(input E, input clk, input [11:0]D, input load, output reg [11:0]out);
always @ (posedge clk) begin
  if (load) begin
    out <= D;
  end
  else begin
    if(E) begin
      out <= out - 1;
    end
  end
end
endmodule 
module Reaction_Timer (MAX10_CLK1_50, KEY, HEX0, HEX1, HEX2, HEX3, LEDR, SW);
input [1:0] KEY;
input MAX10_CLK1_50;
input [9:0]SW;
output [7:0] HEX0, HEX1, HEX2, HEX3;
output reg [9:0] LEDR;
reg [2:0]y,Y;
reg LFSR_EN, LFSR_R, DC_L, DC_EN, BCD_EN, BCD_R;
parameter [2:0] Idle = 3'b000, LFSR = 3'b001, DC = 3'b010, BCDC = 3'b011, Stop = 3'b100, HS = 3'b101;
wire clk;
wire [11:0]LFSR_out, DC_out;
wire [3:0]BCD3, BCD2, BCD1, BCD0;
reg [3:0]high_score;
initial begin
  high_score = 4'b1;
end
Clock_divider c1(MAX10_CLK1_50, clk);
LFSR l1(LFSR_EN, MAX10_CLK1_50, KEY[1], LFSR_out);
Down_Counter d1(BCD_EN, clk, LFSR_out, DC_L, LFSR_out);
BCD_counter bc1(clk, KEY[1], BCD_EN, BCD3, BCD2, BCD1, BCD0);
BCD_decoder bd1(BCD3, HEX3);
BCD_decoder bd2(BCD2, HEX2);
BCD_decoder bd3(BCD1, HEX1);
BCD_decoder bd4(BCD0, HEX0);
always @ ( posedge KEY[0]) begin
  case (y)
    Idle: begin
            LFSR_EN = 0;
            DC_EN = 0;
            DC_L = 0;
            BCD_EN = 0;
            if (KEY[0])
              Y = LFSR;
            else begin
              if (SW[0])
                Y = HS;
              else
                Y = Idle;
            end
          end
    LFSR: begin
            LFSR_EN = 1;
            if (KEY[0]) begin
              Y = LFSR;
            end
            else
              Y = DC;
          end
    DC: begin
          LFSR_EN = 0;
          DC_L = 1;
          if (KEY[0]) begin
            Y = DC;
            DC_EN = 0;
          end
          else begin
            Y = BCDC;
            DC_L = 0;
            DC_EN = 1;
          end
        end
    BCDC: begin
            if (DC_out == 0) begin
              DC_EN = 0;
              LEDR = 10'b1;
              BCD_EN = 1;
              if (KEY[0])
                Y = Stop;
              else
                Y = BCDC;
            end
          end
   Stop: begin
           LEDR = 10'b0;
           BCD_EN = 0;
           if (SW[0])
              Y = HS;
           else
              Y = Stop;
         end
    default: Y = 3'bx;
  endcase
end
always @ ( posedge KEY[1], posedge clk) begin
  if (KEY[1]) begin
    y <= Idle;
  end
  else
    y <= Y;
end
endmodule  
==> flow/run.sh <==
#!/bin/bash
# OpenROAD 26Q1-2900-gdf79404cd8, Yosys 0.63+post, stock flow scripts
make -C /OpenROAD-flow-scripts/flow DESIGN_CONFIG=/design/flow/config.mk WORK_HOME=/design/flow/orfs finish
==> flow/config.mk <==
export PLATFORM = sky130hd
export DESIGN_NAME = Reaction_Timer
export DESIGN_NICKNAME = Reaction_Timer
export VERILOG_FILES = /design/flow/design.v
export SDC_FILE = /design/flow/constraint.sdc
export NUM_CORES = 4
export LEC_CHECK = 1
export CORE_UTILIZATION = 30
==> flow/constraint.sdc <==
current_design Reaction_Timer

set clk_period 4.1
set clk_io_pct 0.2

create_clock -name clk0 -period $clk_period [get_ports {KEY}]
create_clock -name clk1 -period $clk_period [get_ports {MAX10_CLK1_50}]

set non_clock_inputs [all_inputs -no_clocks]
set_input_delay [expr $clk_period * $clk_io_pct] -clock clk0 $non_clock_inputs
set_output_delay [expr $clk_period * $clk_io_pct] -clock clk0 [all_outputs]
==> results.json <==
{
  "place_hpwl_mm": 1.87,
  "die_h_um": 79.7,
  "cellPowerDensity_nw_per_um2": 424,
  "fin_util_pct": 38.2,
  "die_w_um": 79.7,
  "leakage_nw": 0.931,
  "coreArea_um2": 5680,
  "critPathArrivalTime_ns": 3.38,
  "yosysWarningCount": 22,
  "r2r-end": "c1.clkout",
  "grt_max_degree": 12,
  "wl_met3_um": 176,
  "grt_pass1_wl_mm": 5.06,
  "top_cells_by_count": "35 x buf_4, 21 x nor2_1, 17 x dfxtp_1",
  "synth.yosys.num_cells": 202,
  "routedWlPerCell_um": 9.55,
  "hold_viol": 0,
  "reg2reg_from": "c1.counter[0]",
  "route.vias.total": 1274,
  "crit_path_end": "Y[0]",
  "r2r.worst_path.cells": 6,
  "untimed_endpoints": 21,
  "instances_no_fill": 305,
  "post_cts_buffers": 0,
  "end_kind": "flop",
  "setup_viol": 0,
  "syn2layout_area_growth_pct": 19.8,
  "drive_gt1_share_pct": 13.3,
  "dr.pass1.iters": 4,
  "synth.area.top_cells": "dfxtp_1 19%, buf_4 15%, edfxtp_1 10%",
  "rows": 27,
  "portBuffers": 9,
  "grt_antenna_before_repair": 0,
  "finClkSkew_ns": 0.00785,
  "syn_avg_cell_area_um2": 8.96,
  "tns_ns": 0,
  "dr.first_iter.drc_count": 43,
  "grt_util_all_layers_pct": 10.4,
  "numSynthFlops": 30,
  "cp_data_required_time_ns": 4.15,
  "slew_viol_final": 0,
  "crit_slowest_cell": "o22a_1",
  "met1Wirelength_mm": 1.40,
  "tool_warnings": 133,
  "ctsHoldBuffers": 0,
  "gp_congestion": 0.817,
  "fp_util_pct": 31.9,
  "ys.flop_type": "dfxtp_1",
  "yosys-stat-area_um2": 1810,
  "chipArea_um2": 6350,
  "top_layer_used": "met4",
  "antennaDiodeCount": 0,
  "synthMostInstantiatedCell": "buf_4",
  "synthCells": 202,
  "yosys.area.top_type_share_pct": 18.8,
  "synthArstFlopShare_pct": 23.3,
  "syn_area_um2": 1810,
  "crit_top_cell": "clkbuf_8",
  "crit_chain": "clkbuf_8, clkbuf_8, clkbuf_8, clkbuf_8, clkbuf_8, nand2b_1, clkbuf_8, clkbuf_8, o21a_1, o22a_1",
  "crit_fanout": 3,
  "peakVddDrop_mv": 0.358,
  "clk_pin_slew_worst_paths_ns": 0.03,
  "yosysTopAreaCell": "dfxtp_1",
  "hold_path_class": "clock port to flop",
  "drc": 0,
  "io_pins": 55,
  "start_kind": "clock port",
  "fin_ws_ns": 0.775,
  "status": "completed",
  "grt_overflow": 0,
  "rsz0062_at_grt": "no",
  "worst_hold_slack_ns": 0.446,
  "wl_mm": 2.91,
  "maxCapViolCount": 0,
  "ys_seq_share_pct": 38.5,
  "placed_area_um2": 1830,
  "post-place-cells": 275,
  "worstSetupPathType": "clock port to flop",
  "edf_count": 6,
  "detail-route-antenna-nets": 0,
  "pre_cts_slack_ns": 1.32,
  "fin_area_um2": 2170,
  "wl_met2_mm": 1.30,
  "unclocked_regs": 7,
  "ys_types": 41,
  "r2r_slack_ns": 1.95,
  "finalPower_uw": 919,
  "slowest_delay_ns": 0.19,
  "cts_resized": 0,
  "fillers": 541,
  "grt_pass1_vias": 1384,
  "via_per_inst": 4.18,
  "cts_tree": "yes",
  "critPathLaunch": "KEY[0]"
}
-- worst min-delay path by stage --
stage | start | end | slack, ns | cells past startpoint
after CTS | KEY[0] | Y[2] | 0.46 | 7
after global routing | KEY[0] | Y[2] | 0.52 | 7
final | KEY[0] | Y[2] | 0.45 | 7
-- where the power goes --
| part | internal [mW] | leakage, nW | switching (mW) |
|---|---|---|---|
| registers | 0.247 | 0.283 | 0.00209 |
| logic | 0.000834 | 0.434 | 0.00131 |
| clock network | 0.493 | 0.214 | 0.174 |
-- state kept, by name (all words and copies together) (netlist names) --
register / count
c1.clkout: 1
BCD_EN: 1
y: 3
c1.counter: 17
bc1.BCD3: 4
LEDR: 1
Y: 3
-- routing by layer --
| layer | up-vias | GRT usage [%] |
|---|---|---|
| li1 | 665 | - |
| met1 | 566 | 13.2 |
| met2 | 37 | 12.5 |
| met3 | 6 | 6.26 |
| met4 | 0 | 8.18 |
| met5 | - | 0 |
-- cell families after synthesis --
kind of cell | after synthesis | share of synthesized area [%]
AOI/OAI and AO/OA | 21 | 7.12
xor gates and xnor gates | 19 | 9.20
adders and majority gates | 6 | 4.15
buffers and inverters | 50 | 17.8
DFF | 30 | 38.5
other | 2 | 0.415
and+or+nand+nor | 74 | 22.9
-- cells in the final DEF, fill, tap and decap left out, types with 2 or more instances in the layout --
| cell type | count |
|---|---|
| a21oi_1 | 6 |
| a41oi_1 | 2 |
| and3_1 | 4 |
| clkbuf_1 | 4 |
| clkbuf_8 | 23 |
| clkdlybuf4s50_1 | 9 |
| conb_1 | 34 |
| dfrtp_1 | 7 |
| dfxtp_1 | 17 |
| edfxtp_1 | 6 |
| ha_1 | 6 |
| inv_1 | 13 |
| nand2_1 | 14 |
| nand2b_1 | 5 |
| nand3_1 | 8 |
| nand4_1 | 4 |
| nor2_1 | 21 |
| nor2b_1 | 3 |
| nor3_1 | 2 |
| o21a_1 | 2 |
| o21ai_0 | 6 |
| o31ai_1 | 2 |
| xnor2_1 | 13 |
| xor2_1 | 6 |
-- critical path: cells and delay by family --
kind                   cells  cell delay [ns]
AOI/OAI and AO/OA          2             0.35
buffers and inverters      7             0.85
and+or+nand+nor            1             0.14
-- area by class of cell --
cell class / instances / area [um2] / share of cell area [%]
Tap cell: 72 / 90.1 / 4.15
Timing Repair Buffer: 9 / 90.1 / 4.15
Clock buffer: 27 / 332 / 15.3
Multi-Input combinational cell: 154 / 912 / 42.1
Sequential cell: 30 / 696 / 32.1
Inverter: 9 / 33.8 / 1.56
Clock inverter: 4 / 15.0 / 0.692
Power figures rest on the tool's default switching activity, not on a simulated workload.
